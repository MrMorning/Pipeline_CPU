--- flow/design.v ---
`timescale 1ns / 1ps
module ALU(
        input [31:0] A,
        input [31:0] B,
        input [2:0] ALU_op,
        output reg [31:0] res,
        output wire zero
    );
    always @ (*) begin
        case(ALU_op)
            3'b000: res = A & B;
            3'b001: res = A | B;
            3'b010: res = A + B;
            3'b011: res = A ^ B;
            3'b100: res = ~(A | B);
            3'b101: res = A >> B;
            3'b110: res = A - B;
            3'b111: res = {31'b0, A < B};
        endcase
    end
    assign zero = (res == 0);
endmodule
`timescale 1ns / 1ps
module Pipeline_CPU(
        input clk,
        input rst,
        input [31:0] Data_in,
        input [31:0] inst_in,
        output wire MemRW,
        output reg [31:0] PC_out,
        output [31:0] Addr_out,
        output [31:0] Data_out,
        output [31:0] PC_IF_debug,
        output [31:0] PC_ID_debug,
        output [31:0] PC_EX_debug,
        output [31:0] PC_MEM_debug,
        output [31:0] inst_IF_debug,
        output [31:0] inst_ID_debug,
        output MemRW_EX_debug,
        output MemRW_MEM_debug,
        output [31:0] wb_data_debug
    );
    reg [31:0] inst_IFID;
    reg [31:0] PC_IFID;
    reg [31:0] inst_IF;
    always @ (posedge clk or posedge rst) begin
        if(rst) begin
            PC_out <= 0; 
            inst_IF <= 0;
        end else begin
            PC_out <= PC_out + 4; 
            inst_IF <= inst_in;
        end
    end
    always @ (posedge clk or posedge rst) begin
        if(rst) begin
            inst_IFID <= 0;
            PC_IFID <= 0;
        end
        else begin
            inst_IFID <= inst_in;
            PC_IFID <= PC_out;
        end
    end
    reg [31:0] rs1_data_IDEX;
    reg [31:0] rs2_data_IDEX;
    reg [4:0] rd_addr_IDEX;
    reg [31:0] Imm_data_IDEX;
    reg ALUSrc_B_IDEX;
    reg [1:0] MemtoReg_IDEX;
    reg RegWrite_IDEX;
    reg MemRW_IDEX;
    reg [2:0] ALU_Control_IDEX;
    reg [31:0] PC_IDEX;
    wire [4:0] rs1_addr_IDEX_wire;
    wire [31:0] rs1_data_IDEX_wire;
    wire [4:0] rs2_addr_IDEX_wire;
    wire [31:0] rs2_data_IDEX_wire;
    wire [4:0] rd_addr_IDEX_wire;
    wire [31:0] Imm_data_IDEX_wire;
    wire ALUSrc_B_IDEX_wire;
    wire [1:0] MemtoReg_IDEX_wire;
    wire Branch_IDEX_wire;
    wire Jump_IDEX_wire;
    wire RegWrite_IDEX_wire;
    wire MemRW_IDEX_wire;
    wire [2:0] ALU_Control_IDEX_wire;
    Pipeline_ID ID(
        .clk(clk),
        .rst(rst),
        .inst(inst_IFID),
        .rs1_addr(rs1_addr_IDEX_wire),
        .rs2_addr(rs2_addr_IDEX_wire),
        .rd_addr(rd_addr_IDEX_wire),
        .Imm_data(Imm_data_IDEX_wire),
        .ALUSrc_B(ALUSrc_B_IDEX_wire),
        .MemtoReg(MemtoReg_IDEX_wire),
        .Branch(Branch_IDEX_wire),
        .Jump(Jump_IDEX_wire),
        .RegWrite(RegWrite_IDEX_wire),
        .MemRW(MemRW_IDEX_wire),
        .ALU_Control(ALU_Control_IDEX_wire)
    );
    always @ (posedge clk or posedge rst) begin
        if(rst) begin
            rs1_data_IDEX <= 0;
            rs2_data_IDEX <= 0;
            rd_addr_IDEX <= 0;
            Imm_data_IDEX <= 0;
            ALUSrc_B_IDEX <= 0;
            MemtoReg_IDEX <= 0;
            RegWrite_IDEX <= 0;
            MemRW_IDEX <= 0;
            ALU_Control_IDEX <= 0;
            PC_IDEX <= 0;
        end else begin
            rs1_data_IDEX <= rs1_data_IDEX_wire;
            rs2_data_IDEX <= rs2_data_IDEX_wire;
            rd_addr_IDEX <= rd_addr_IDEX_wire;
            Imm_data_IDEX <= Imm_data_IDEX_wire;
            ALUSrc_B_IDEX <= ALUSrc_B_IDEX_wire;
            MemtoReg_IDEX <= MemtoReg_IDEX_wire;
            RegWrite_IDEX <= RegWrite_IDEX_wire;
            MemRW_IDEX <= MemRW_IDEX_wire;
            ALU_Control_IDEX <= ALU_Control_IDEX_wire;
            PC_IDEX <= PC_IFID;
        end
    end
    reg [4:0] rd_addr_EXMEM;
    reg [1:0] MemtoReg_EXMEM;
    reg RegWrite_EXMEM;
    reg MemRW_EXMEM;
    reg [31:0] PC_EXMEM;
    reg [31:0] ALU_res_EXMEM;
    reg [31:0] rs2_data_EXMEM;
    wire [31:0] ALU_res_EXMEM_wire;
    Pipeline_EX EX(
        .rs1_data(rs1_data_IDEX),
        .rs2_data(rs2_data_IDEX),
        .Imm_data(Imm_data_IDEX),
        .ALUSrc_B(ALUSrc_B_IDEX),
        .ALU_Control(ALU_Control_IDEX),
        .ALU_res(ALU_res_EXMEM_wire)
    );
    always @ (posedge clk or posedge rst) begin
        if(rst) begin
            rd_addr_EXMEM <= 0;
            MemtoReg_EXMEM <= 0;
            RegWrite_EXMEM <= 0;
            MemRW_EXMEM <= 0;
            PC_EXMEM <= 0;
            ALU_res_EXMEM <= 0;
            rs2_data_EXMEM <= 0;
        end
        else begin
            rd_addr_EXMEM <= rd_addr_IDEX;
            MemtoReg_EXMEM <= MemtoReg_IDEX;
            RegWrite_EXMEM <= RegWrite_IDEX;
            MemRW_EXMEM <= MemRW_IDEX;
            PC_EXMEM <= PC_IDEX;
            ALU_res_EXMEM <= ALU_res_EXMEM_wire;
            rs2_data_EXMEM <= rs2_data_IDEX;
        end
    end
    assign Addr_out = ALU_res_EXMEM;
    assign Data_out = rs2_data_EXMEM;
    assign MemRW = MemRW_EXMEM;
    reg [4:0] rd_addr_MEMWB;
    reg [1:0] MemtoReg_MEMWB;
    reg RegWrite_MEMWB;
    reg [31:0] PC_MEMWB;
    reg [31:0] ALU_res_MEMWB;
    reg [31:0] Mem_res_MEMWB;
    always @ (posedge clk or posedge rst) begin
        if(rst) begin
            rd_addr_MEMWB <= 0;
            MemtoReg_MEMWB <= 0;
            RegWrite_MEMWB <= 0;
            PC_MEMWB <= 0;
            ALU_res_MEMWB <= 0;
            Mem_res_MEMWB <= 0;
        end
        else begin
            rd_addr_MEMWB <= rd_addr_EXMEM;
            MemtoReg_MEMWB <= MemtoReg_EXMEM;
            RegWrite_MEMWB <= RegWrite_EXMEM;
            PC_MEMWB <= PC_EXMEM;
            ALU_res_MEMWB <= ALU_res_EXMEM;
            Mem_res_MEMWB <= Data_in;
        end
    end
    wire [31:0] wb_data;
    Pipeline_WB WB(
        .ALU_res(ALU_res_MEMWB),
        .Mem_res(Mem_res_MEMWB),
        .PC(PC_MEMWB),
        .MemtoReg(MemtoReg_MEMWB),
        .wb_data(wb_data)
    );
    regs regfile(
        .clk(~clk),
        .rst(rst),
        .RegWrite(RegWrite_MEMWB),
        .Rs1_addr(rs1_addr_IDEX_wire),
        .Rs2_addr(rs2_addr_IDEX_wire),
        .Wt_addr(rd_addr_MEMWB),
        .Wt_data(wb_data),
        .Rs1_data(rs1_data_IDEX_wire),
        .Rs2_data(rs2_data_IDEX_wire)
    );
    assign PC_IF_debug = PC_out;
    assign PC_ID_debug = PC_IFID;
    assign PC_EX_debug = PC_IDEX;
    assign PC_MEM_debug = PC_EXMEM;
    assign inst_IF_debug = inst_in;
    assign inst_ID_debug = inst_IFID;
    assign MemRW_EX_debug = MemRW_IDEX;
    assign MemRW_MEM_debug = MemRW_EXMEM;
    assign wb_data_debug = wb_data;
endmodule
module Pipeline_EX(
    input [31:0] rs1_data,
    input [31:0] rs2_data,
    input [31:0] Imm_data,
    input ALUSrc_B,
    input [2:0] ALU_Control,
    output [31:0] ALU_res
);
wire [31:0] alu_b_data = ALUSrc_B ? Imm_data : rs2_data;
ALU alu(
    .A(rs1_data),
    .B(alu_b_data),
    .ALU_op(ALU_Control),
    .res(ALU_res),
    .zero()
);
endmodule
module Pipeline_ID(
    input clk,
    input rst,
    input [31:0] inst,
    output [4:0] rs1_addr,
    output [4:0] rs2_addr,
    output [4:0] rd_addr,
    output [31:0] Imm_data,
    output reg ALUSrc_B,
    output reg [1:0] MemtoReg,
    output reg Branch,
    output reg Jump,
    output reg RegWrite,
    output reg MemRW,
    output reg [2:0] ALU_Control
);
    reg [1:0] ALU_op;
    wire [4:0] OPcode = inst[6:2];
    wire [2:0] Fun3 = inst[14:12];
    wire Fun7 = inst[30];
    reg [1:0] ImmSel;
    always @(*) begin
        case(OPcode)
            5'b01100: begin  
                ImmSel = 2'bxx;
                ALUSrc_B = 0;
                MemtoReg = 0;
                Jump = 0;
                Branch = 0;
                RegWrite = 1;
                MemRW = 0;
                ALU_op = 2'b10;    
            end
            5'b00100: begin  
                ImmSel = 2'b00;
                ALUSrc_B = 1;
                MemtoReg = 0;
                Jump = 0;
                Branch = 0;
                RegWrite = 1;
                MemRW = 0;
                ALU_op = 2'b10; 
            end
            5'b00000: begin  
                ImmSel = 2'b00;
                ALUSrc_B = 1;
                MemtoReg = 1;
                Jump = 0;
                Branch = 0;
                RegWrite = 1;
                MemRW = 0;
                ALU_op = 2'b00;
            end
            5'b01000: begin  
                ImmSel = 2'b01;
                ALUSrc_B = 1;
                MemtoReg = 2'bxx;
                Jump = 0;
                Branch = 0;
                RegWrite = 0;
                MemRW = 1;
                ALU_op = 2'b00; 
            end
            5'b11000: begin  
                ImmSel = 2'b10;
                ALUSrc_B = 0;
                MemtoReg = 2'bxx;
                Jump = 0;
                Branch = 1;
                RegWrite = 0;
                MemRW = 0;
                ALU_op = 2'b01;
            end
            5'b11011: begin  
                ImmSel = 2'b11;
                ALUSrc_B = 1'bx;
                MemtoReg = 2'b10;
                Jump = 1;
                Branch = 0;
                RegWrite = 1;
                MemRW = 0;
                ALU_op = 2'b00;
            end
            default: begin
                ImmSel = 2'bxx;
                ALUSrc_B = 1'bx;
                MemtoReg = 2'bxx;
                Jump = 1'bx;
                Branch = 1'bx;
                RegWrite = 1'bx;
                MemRW = 1'bx;
                ALU_Control = 3'bxxx;
            end
        endcase
    end 
    always @(*) begin
        case(ALU_op)
            2'b00: begin  
                ALU_Control = 3'b010;
            end
            2'b01: begin  
                ALU_Control = 3'b110;
            end
            default: begin  
                case(Fun3) 
                    3'b000: begin  
                        ALU_Control = {Fun7, 2'b10};
                    end
                    3'b010: begin
                        ALU_Control = 3'b111;
                    end
                    3'b100: begin
                        ALU_Control = 3'b011;
                    end
                    3'b101: begin
                        ALU_Control = 3'b101;
                    end
                    3'b110: begin
                        ALU_Control = 3'b001;
                    end
                    3'b111: begin
                        ALU_Control = 3'b000;
                    end
                    default: begin
                        ALU_Control = 3'b010;
                    end
                endcase 
            end
        endcase
    end
    assign Imm_data = ImmSel[1] ? (
        ImmSel[0] ? 
            {{12{inst[31]}}, inst[19:12], inst[20], inst[30:21], 1'b0} : 
            {{20{inst[31]}}, inst[7], inst[30:25], inst[11:8], 1'b0}
    ) : (
        ImmSel[0] ? {{21{inst[31]}}, inst[30:25], inst[11:7]} :
        {{21{inst[31]}}, inst[30:20]}
    );
    assign rs1_addr = inst[19:15];
    assign rs2_addr = inst[24:20];
    assign rd_addr = inst[11:7];
endmodule
module Pipeline_WB(
    input [31:0] ALU_res,
    input [31:0] Mem_res,
    input [31:0] PC,
    input [1:0] MemtoReg,
    output reg [31:0] wb_data
);
    always @ (*) begin
        case(MemtoReg)
        2'b00: begin
            wb_data = ALU_res;
        end
        2'b01: begin
            wb_data = Mem_res;
        end
        2'b10: begin
            wb_data = PC + 4;
        end
        2'b11: begin
            wb_data = PC + 4;
        end
        endcase
    end
endmodule
`timescale 1ns / 1ps
module regs(
    input clk, rst, RegWrite,
    input [4:0] Rs1_addr, Rs2_addr, Wt_addr,
    input [31:0] Wt_data,
    output [31:0] Rs1_data, Rs2_data
    );
    reg[31:0] register[1:31];
    integer i;
    assign Rs1_data = (Rs1_addr == 0) ? 0 : register[Rs1_addr];
    assign Rs2_data = (Rs2_addr == 0) ? 0 : register[Rs2_addr];
    always @ (posedge clk or posedge rst) begin
        if(rst == 1) 
            for(i = 1; i < 32; i=i+1) 
                register[i] <= 0;
        else if((Wt_addr != 0) && (RegWrite == 1)) 
            register[Wt_addr] <= Wt_data;
    end
endmodule
--- flow/run.sh ---
#!/bin/bash
# OpenROAD 26Q1-2900-gdf79404cd8, Yosys 0.63+post, stock flow scripts
make -C /OpenROAD-flow-scripts/flow DESIGN_CONFIG=/design/flow/config.mk WORK_HOME=/design/flow/orfs finish
--- flow/config.mk ---
export PLATFORM = sky130hd
export DESIGN_NAME = Pipeline_CPU
export DESIGN_NICKNAME = Pipeline_CPU
export VERILOG_FILES = /design/flow/design.v
export SDC_FILE = /design/flow/constraint.sdc
export NUM_CORES = 4
export LEC_CHECK = 1
export CORE_UTILIZATION = 40
--- flow/constraint.sdc ---
current_design Pipeline_CPU

set clk_period 9.1
set clk_io_pct 0.2

create_clock -name clk0 -period $clk_period [get_ports {clk}]

set non_clock_inputs [all_inputs -no_clocks]
set_input_delay [expr $clk_period * $clk_io_pct] -clock clk0 $non_clock_inputs
set_output_delay [expr $clk_period * $clk_io_pct] -clock clk0 [all_outputs]
==> run summary <==
yosys + openroad results -> Setup Crit Path Kind=register to register, CTS clk-pin slew, worst paths=around 0.06 ns, routability cong.=1.03, Commonest Layout Cell=nand2_1, Post-DP Area=67800 um^2, layout cells sized above 1=10.4%, Final Util=approximately half, VDD IR max=0.206 mV, Psw=3370 uW, clock latency (worst-skew pair)=0.81 ns, Synth Instances=about 6300, Pre-Place Util=40.4%, count of tool warnings=32, final max-slew violation count=0, largest net degree at the start of global routing=115, share of the synthesized area in the top cell type=around two fifths, CP max FO=32, final instance area=73300 um^2, CTS Sinks=between 1000 and 1500, sequential share of the synthesized area=57.6%, Min-Delay Path Depth=0, fillers=13800, postcts setup bufs=0, yosys stat chip area=61400 um^2, CTS hold repair buffers=0, post-synthesis async set-or-reset flop share=100%, Resize count post-CTS=0, Clock Tree Buf Depth=3, Worst path slowest cell=mux2_2, Sw Share=24.3%, CTS tree=built, Critical Path Source Type=register, dpl ws=1.13 ns, status=finished clean, Root Buffer=clkbuf_16, Worst path max stage delay=roughly 0.77 ns, Pint=10500 uW, Worst Skew=0.0981 ns, max_slew headroom=between 20% and 30%, initial antenna violation count=33, Worst path most repeated cell=nand4_1, PD cells=189 nW/um^2, Combinational Power Share=5.3%, Clock power frac=47.8%, Yosys reg bits=1414, synth unique cells=71, Clock H-tree levels=4, placed insts=approximately 8300, WL/cell=36.5 um, top cell family by delay on the critical path=multiplexers, Die Span Y=~400 um, grt ovf=0, crit path DRT=5.08 ns, Layout Cells excl Fill=8635, Worst Path Arrival=3.91 ns, Worst Setup Slack, final=1.17 ns, yosys warns=12, Final Setup Violations=0, leading area contributor after synthesis=dfrtn_1, Avg Cell Area, Syn=9.74 um^2, Yosys Instances=6301, FP Rows=143, Post-DP HPWL=189000 um, Die W=394 um, RSZ-0062 raised after global routing=false, CTS buffer count=152, reg2reg path depth=7, buffer and inverter count on the worst path=0, drt total wl=between 300000 and 400000 um, core area=152000 um^2, port bufs=378, gr usage total=42.3%, 1st-pass router iterations=9, vias in the first global route=55000, synthesis-to-finish area growth=19.3%, Final Hold Vio Count=0, HP Class=register to register, most common logic cells in the final layout=nand2_1, dfrtn_1, o21ai_0, a22oi_1, dfrtp_1, drt via density=6.57, Max-Cap Viols=0, Worst path depth=7, Synth Flop Type=dfrtn_1, vias post-DR=56700, num ports=just under 400, first-pass GRT wire length=436000 um, Leak=around 0.032 uW, Routed Antenna Nets=0, Die Area=155000 um^2, Crit. End Element=register, actual slew at the worst max-slew pin=1.18 ns, setup TNS=0 ns, drc violations=0, Post-synth EDFFs=0, Reg power frac=46.9%, DR iter-0 viols=~7100, top cells by area, synth=dfrtn_1, dfrtp_1, a22oi_1, o21ai_0, nand2_1, worst path cell trace=ha_1 > nand4_1 > nor3_2 > nand4_1 > xor2_1 > mux2_2 > o21ai_0, cell area after synthesis=61400 um^2
==> cell usage after synthesis (69+ instances only) <==
cell type and count:
dfrtp_1 422, a22oi_1 768, o21ai_1 88, nand3_1 90, buf_4 80, clkbuf_1 515
dfrtn_1 992, nand4_1 99, nand2_1 1226, nor2_1 182, o21ai_0 933, mux2i_1 69
a21oi_1 210
==> stage by stage <==
stage / hold slack (ns) / total power [uW]
finish: 0.348 / 13800
global route: 0.350 / 14100
CTS: 0.347 / 13800
detailed placement: 0.335 / 7280
global placement: 0.332 / 7280
floorplan: 0.331 / 6890
==> registers in the layout (all words and copies together) (netlist names), 2 cells and up <==
signal and count:
PC_out 30, PC_MEMWB 30, MemtoReg_IDEX 2, regfile.register 992, MemtoReg_EXMEM 2, MemtoReg_MEMWB 2
PC_EXMEM 30, rd_addr_EXMEM 5, rd_addr_IDEX 5, rs2_data_EXMEM 32, ALU_res_EXMEM 32, inst_IFID 32
ALU_res_MEMWB 32, PC_IDEX 30, Imm_data_IDEX 21, rd_addr_MEMWB 5, rs2_data_IDEX 32, rs1_data_IDEX 32
PC_IFID 30, Mem_res_MEMWB 32
==> final cells by class <==
cell class / count / area [um^2] / share of cell area, %
Clock buffer: 214 / 4400 / 6.01
Timing Repair Buffer: 630 / 6000 / 8.19
Tap cell: 2030 / 2540 / 3.47
Clock inverter: 70 / 928 / 1.27
Multi-Input combinational cell: 4201 / 23700 / 32.4
Inverter: 42 / 161 / 0.220
Sequential cell: 1414 / 35400 / 48.3
Antenna cell: 34 / 85.1 / 0.116
==> power groups by stage <==
| stage | registers, uW | clock network, uW | logic, uW |
|---|---|---|---|
| 6_report | 6490 | 6620 | 728 |
| 5_1_grt | 6500 | 6900 | 743 |
| 4_1_cts | 6490 | 6660 | 691 |
==> metal layers <==
| layer | part of all wire [%] | global-route usage [%] | routed length [um] | up-vias |
|---|---|---|---|---|
| met2 | 39 | 54.3 | 124000 | 4929 |
| met4 | 8.5 | 26.1 | 26900 | 46 |
| met1 | 34 | 51.2 | 107000 | 27200 |
| met3 | 18 | 29.8 | 56400 | 1671 |
| met5 | 0.22 | 3.45 | 692 | - |
| li1 | - | - | - | 22800 |
==> worst paths after layout <==
| kind | from | endpoint | slack (ns) |
|---|---|---|---|
| setup / recovery | PC_MEMWB[2] | regfile.register[13][26] | 1.17 |
| hold / removal | rd_addr_EXMEM[3] | rd_addr_MEMWB[3] | 0.35 |
| setup reg to reg | PC_MEMWB[2] | regfile.register[13][26] | 1.17 |
| hold reg to reg | rd_addr_EXMEM[3] | rd_addr_MEMWB[3] | 0.35 |
| max in group asynchronous | rst | regfile.register[11][2] | 1.88 |
| min in group asynchronous | rst | rs1_data_IDEX[29] | 1.53 |
==> kinds of logic after synthesis <==
kind of cell / share of synthesized area (%)
compound gates: 21.9
simple gates: 13.1
flops: 57.6
buf+inv: 4.89
mux: 1.71
xor+xnor: 0.813
fa+ha+maj: 0.0408
other cells: 0.00611
Power and IR drop assume default switching activity.
